==> /design/flow/design.v <==
module Encoder (oct, bin);
	input [7:0] oct;
	output [2:0] bin;
	assign bin[0] = !oct[6] & (!oct[4] & !oct[2] & oct[1] + (!oct[4] & oct[3]) + oct[5]) + oct[7];
	assign bin[1] = !oct[5] & !oct[4] & (oct[2] + oct[3]) + oct[6] + oct[7];
	assign bin[2] = oct[4] + oct[5] + oct[6] + oct[7];
endmodule
==> /design/flow/run.sh <==
#!/bin/bash
# OpenROAD 26Q1-2900-gdf79404cd8, Yosys 0.63+post, stock flow scripts
make -C /OpenROAD-flow-scripts/flow DESIGN_CONFIG=/design/flow/config.mk WORK_HOME=/design/flow/orfs finish
==> /design/flow/config.mk <==
export PLATFORM = sky130hd
export DESIGN_NAME = Encoder
export DESIGN_NICKNAME = Encoder
export VERILOG_FILES = /design/flow/design.v
export SDC_FILE = /design/flow/constraint.sdc
export NUM_CORES = 4
export LEC_CHECK = 1
export CORE_AREA = 10 10 70 70
export DIE_AREA = 0 0 80 80
==> /design/flow/constraint.sdc <==
current_design Encoder

set clk_period 1.3
set clk_io_pct 0.2

create_clock -name clk0 -period $clk_period

set non_clock_inputs [all_inputs -no_clocks]
set_input_delay [expr $clk_period * $clk_io_pct] -clock clk0 $non_clock_inputs
set_output_delay [expr $clk_period * $clk_io_pct] -clock clk0 [all_outputs]
==> run_summary.xml <==
<?xml version="1.0" encoding="UTF-8"?>
<metrics>
  <group name="synthesis">
    <metric name="ys_types" unit="">10</metric>
    <metric name="yosysWarningCount" unit="">0</metric>
    <metric name="synthDominantAreaCellType" unit="">sky130_fd_sc_hd__xnor2_1</metric>
    <metric name="yosysMostFrequentCell" unit="">sky130_fd_sc_hd__xnor2_1</metric>
    <metric name="synthesis.area" unit="um^2">115</metric>
    <metric name="synthTopCellsByArea" unit="">sky130_fd_sc_hd__xnor2_1, sky130_fd_sc_hd__xnor3_1, sky130_fd_sc_hd__ha_1</metric>
    <metric name="synth_sequential_area_ratio" unit="">0</metric>
    <metric name="post_synthesis_chip_area_from_yosys" unit="um^2">115</metric>
    <metric name="top_cells_by_count" unit="">sky130_fd_sc_hd__xnor2_1, sky130_fd_sc_hd__inv_1</metric>
    <metric name="top_cell_area_share" unit="">0.228</metric>
    <metric name="ys_cells" unit="">13</metric>
    <metric name="netlist_instances" unit="">13</metric>
    <metric name="synth.avg_cell_area" unit="um^2">8.85</metric>
  </group>
  <group name="place">
    <metric name="placed_area" unit="um^2">280</metric>
    <metric name="last_weighted_congestion_value_of_the_routability_driven_placer" unit="">0.669</metric>
    <metric name="input_output_buffers" unit="">10</metric>
  </group>
  <group name="final_timing">
    <metric name="post_route_worst_setup_slack" unit="ns">-0.237</metric>
    <metric name="final.hold.worst_slack" unit="ns">0.945</metric>
    <metric name="fin_crit_sh" unit="">1.18</metric>
    <metric name="maxSlewViolCount" unit="">0</metric>
    <metric name="number_of_setup_violations_in_the_final_report" unit="">1</metric>
    <metric name="worst_pin_slew" unit="ns">0.159</metric>
    <metric name="final-hold-violation-count" unit="">0</metric>
    <metric name="finalWorstPathRequiredPeriod" unit="ns">1.54</metric>
    <metric name="slew-limit-headroom" unit="">0.893</metric>
    <metric name="fmax" unit="MHz">651</metric>
    <metric name="unrepaired_setup_endpoints_after_global_routing" unit="">true</metric>
  </group>
  <group name="power_and_ir_drop">
    <metric name="vdd.ir_drop.worst" unit="mV">0.0463</metric>
    <metric name="combPwrFrac" unit="">1.000</metric>
    <metric name="pwr_per_cell_area" unit="nW/um^2">317</metric>
    <metric name="power.net_switching" unit="uW">31.8</metric>
    <metric name="p_leak" unit="nW">0.145</metric>
    <metric name="seqPwrFrac" unit="">0</metric>
    <metric name="cell_internal_power" unit="uW">66.1</metric>
    <metric name="netSwitchingFraction" unit="">0.325</metric>
    <metric name="pwr-share-clk" unit="">0</metric>
  </group>
  <group name="route">
    <metric name="top_layer_used" unit="">met3</metric>
    <metric name="total_length_of_routed_met2_wires" unit="um">174</metric>
    <metric name="met3RoutedLength" unit="um">70</metric>
    <metric name="diodes" unit="">0</metric>
    <metric name="via_cell_ratio" unit="">1.80</metric>
    <metric name="detail_route.wirelength.met1" unit="um">223</metric>
    <metric name="post-route-drc-count" unit="">0</metric>
    <metric name="initial_drt_pass_iterations" unit="">2</metric>
    <metric name="routed-via-count" unit="">128</metric>
    <metric name="antenna_violating_nets_post_route" unit="">0</metric>
    <metric name="drt_iter0_markers" unit="">1</metric>
    <metric name="avgRoutedWirePerCell" unit="um">6.59</metric>
    <metric name="drt-total-wl" unit="um">468</metric>
  </group>
  <group name="min_path">
    <metric name="min_path_type" unit="">input pin to primary output</metric>
    <metric name="whs_endpoint" unit="">bin[0]</metric>
    <metric name="min_delay_path_depth" unit="">4</metric>
    <metric name="min_from" unit="">oct[7]</metric>
  </group>
  <group name="grt">
    <metric name="grt.total_usage" unit="">0.0143</metric>
    <metric name="grt_start_max_net_pins" unit="">4</metric>
    <metric name="globalRoute.totalOverflow" unit="">0</metric>
    <metric name="grt_pass1_vias" unit="">129</metric>
    <metric name="grt_pass1_wl" unit="um">703</metric>
    <metric name="grt_antenna_before_repair" unit="">0</metric>
  </group>
  <group name="layout">
    <metric name="layout.area.seq" unit="um^2">0</metric>
    <metric name="flow.area_growth_from_synthesis" unit="%">168</metric>
    <metric name="fill_cells" unit="">408</metric>
    <metric name="clkbuf_count" unit="">0</metric>
    <metric name="seq_cells" unit="">0</metric>
    <metric name="final_layout_size_suffix_gt1_frac" unit="">0.600</metric>
    <metric name="post_layout_inst_area" unit="um^2">309</metric>
  </group>
  <group name="die">
    <metric name="core_util_floorplan" unit="">0.0337</metric>
    <metric name="fp.coreArea" unit="um^2">3420</metric>
    <metric name="die_area" unit="um^2">6400</metric>
    <metric name="die_h" unit="um">80</metric>
    <metric name="io_pins" unit="">11</metric>
    <metric name="die_width" unit="um">80</metric>
    <metric name="fp-row-count" unit="">21</metric>
  </group>
  <group name="job">
    <metric name="cap_viol_max_count" unit="">0</metric>
    <metric name="log.warning_count" unit="">36</metric>
  </group>
  <group name="worst_setup_path">
    <metric name="timing.critical_path.from" unit="">oct[1]</metric>
    <metric name="critPathArrivalTime" unit="ns">1.28</metric>
    <metric name="critical_path_endpoint_category" unit="">primary output</metric>
    <metric name="worstPathRequired" unit="ns">1.04</metric>
    <metric name="largest_fanout_on_the_critical_path" unit="">1</metric>
    <metric name="timing.setup.critical_path_class" unit="">input pin to primary output</metric>
    <metric name="critPathLaunchType" unit="">input pin</metric>
  </group>
  <group name="run_status">
    <metric name="failed_checks" unit="">setup timing</metric>
    <metric name="status" unit="">finished, violations left</metric>
  </group>
</metrics>
## power groups by stage
stage / combinational (mW) / clock (mW) / sequential (mW)
4_1_cts: 0.0944 / 0 / 0
5_1_grt: 0.107 / 0 / 0
6_report: 0.0979 / 0 / 0
## routing by layer
layer  GRT usage  up-vias
li1            -       64
met1      0.0211       57
met2      0.0169        7
met3      0.0102        0
met4           0        0
met5           0        -
## cell families (layout without fill, tap and decap cells)
| kind of cell | count (synthesis) | in the layout | synth area share |
|---|---|---|---|
| simple gates | 4 | 4 | 0.228 |
| buf+inv | 2 | 14 | 0.0652 |
| mux | 1 | 1 | 0.0978 |
| xor+xnor | 5 | 5 | 0.500 |
| fa+ha+maj | 1 | 1 | 0.109 |
## placed cells by master (no fill, tap or decap)
master,count
sky130_fd_sc_hd__buf_6,5
sky130_fd_sc_hd__nor3_2,1
sky130_fd_sc_hd__xnor3_1,1
sky130_fd_sc_hd__and2_1,1
sky130_fd_sc_hd__inv_1,2
sky130_fd_sc_hd__nor2_1,1
sky130_fd_sc_hd__buf_4,3
sky130_fd_sc_hd__ha_1,1
sky130_fd_sc_hd__dlymetal6s2s_1,1
sky130_fd_sc_hd__xor2_2,1
sky130_fd_sc_hd__mux2_4,1
sky130_fd_sc_hd__nor2b_1,1
sky130_fd_sc_hd__xnor2_4,1
sky130_fd_sc_hd__buf_2,3
sky130_fd_sc_hd__xnor2_1,2
## worst max-delay path: stages
cell and delay, ns:
sky130_fd_sc_hd__buf_6 0.06, sky130_fd_sc_hd__xnor3_1 0.37, sky130_fd_sc_hd__nor3_2 0.14, sky130_fd_sc_hd__mux2_4 0.33
sky130_fd_sc_hd__buf_6 0.11
## how the worst max path moves through the flow
stage     endpoint  cells past startpoint  slack (ns)
6_report    bin[0]                      5       -0.24
5_1_grt     bin[0]                      5       -0.28
4_1_cts     bin[0]                      5       -0.33
## metrics by stage
step	total power [mW]	setup TNS (ns)	setup WS [ns]	instances	utilization
after CTS	0.0944	-0.569	-0.326	71	0.0842
after detailed placement	0.0905	-2.43	-0.969	70	0.0821
after global routing	0.107	-0.275	-0.275	71	0.0905
after global placement	0.0890	-2.38	-0.979	70	0.0821
after floorplan	0.0350	-0.0145	-0.0145	13	-
final	0.0979	-0.237	-0.237	71	0.0905
## repair_timing
item / CTS / global route
pin swaps: 8 / 4
endpoints found under the hold margin: 0 / 0
resized: 38 / 7
endpoints found under the setup margin: 3 / 2
hold buffers: 0 / 0
buffers inserted: 1 / 0
## final cells by class
| type | count | area, um^2 | area share |
|---|---|---|---|
| timing repair buffer | 12 | 106 | 0.344 |
| inverter | 2 | 7.51 | 0.0243 |
| multi-input combinational | 11 | 138 | 0.445 |
| tap | 46 | 57.6 | 0.186 |
No activity file was given, so power comes from the tool's default toggle rates.
